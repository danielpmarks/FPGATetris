File: run.sh
#!/bin/bash
# OpenROAD 26Q1-2900-gdf79404cd8, Yosys 0.63+post, stock flow scripts
make -C /OpenROAD-flow-scripts/flow DESIGN_CONFIG=/design/flow/config.mk WORK_HOME=/design/flow/orfs finish
File: config.mk
export PLATFORM = sky130hd
export DESIGN_NAME = renderer
export DESIGN_NICKNAME = renderer
export VERILOG_FILES = /design/flow/design.v
export SDC_FILE = /design/flow/constraint.sdc
export NUM_CORES = 4
export LEC_CHECK = 1
export CORE_AREA = 10 10 238 238
export DIE_AREA = 0 0 248 248
File: constraint.sdc
current_design renderer

set clk_period 6.4
set clk_io_pct 0.2

create_clock -name clk0 -period $clk_period [get_ports {Clk}]

set non_clock_inputs [all_inputs -no_clocks]
set_input_delay [expr $clk_period * $clk_io_pct] -clock clk0 $non_clock_inputs
set_output_delay [expr $clk_period * $clk_io_pct] -clock clk0 [all_outputs]
File: design.v
module  color_mapper ( input        [9:0] DrawX, DrawY,
								input logic [199:0] game_state,
                                input logic [199:0] piece_layer,
                       output logic [7:0]  Red, Green, Blue );
    int  X;
    logic block_on;
    logic board_block, piece_block;
    logic [9:0] game_row, piece_row;
	tetris_row_map map(game_row, X, piece_row, board_block, piece_block);
    always_comb begin: row_calculation
        if(DrawY < 70)begin
            game_row = game_state[199:190];
            piece_row = piece_layer[199:190];
        end
        else if(DrawY < 90)
        begin
            game_row = game_state[189:180];
            piece_row = piece_layer[189:180];
        end
        else if(DrawY < 110)
        begin
            game_row = game_state[179:170];
            piece_row = piece_layer[179:170];
        end
        else if(DrawY < 130)
        begin
            game_row = game_state[169:160];
            piece_row = piece_layer[169:160];
        end
        else if(DrawY < 150)
        begin
            game_row = game_state[159:150];
            piece_row = piece_layer[159:150];
        end
        else if(DrawY < 170)
        begin
            game_row = game_state[149:140];
            piece_row = piece_layer[149:140];
        end
        else if(DrawY < 190)
        begin
            game_row = game_state[139:130];
            piece_row = piece_layer[139:130];
        end
        else if(DrawY < 210)
        begin
            game_row = game_state[129:120];
            piece_row = piece_layer[129:120];
        end
        else if(DrawY < 230)
        begin
            game_row = game_state[119:110];
            piece_row = piece_layer[119:110];
        end
        else if(DrawY < 250)
        begin
            game_row = game_state[109:100];
            piece_row = piece_layer[109:100];
        end
        else if(DrawY < 270)
        begin
            game_row = game_state[99:90];
            piece_row = piece_layer[99:90];
        end
        else if(DrawY < 290)
        begin
            game_row = game_state[89:80];
            piece_row = piece_layer[89:80];
        end
        else if(DrawY < 310)
        begin
            game_row = game_state[79:70];
            piece_row = piece_layer[79:70];
        end
        else if(DrawY < 330)
        begin
            game_row = game_state[69:60];
            piece_row = piece_layer[69:60];
        end
        else if(DrawY < 350)
        begin
            game_row = game_state[59:50];
            piece_row = piece_layer[59:50];
        end
        else if(DrawY < 370)
        begin
            game_row = game_state[49:40];
            piece_row = piece_layer[49:40];
        end
        else if(DrawY < 390)
        begin
            game_row = game_state[39:30];
            piece_row = piece_layer[39:30];
        end
        else if(DrawY < 410)
        begin
            game_row = game_state[29:20];
            piece_row = piece_layer[29:20];
        end
        else if(DrawY < 430)
        begin
            game_row = game_state[19:10];
            piece_row = piece_layer[19:10];
        end
        else
        begin
            game_row = game_state[9:0];
            piece_row = piece_layer[9:0];
        end
    end
    always_comb begin : location_conversion
        X = DrawX;
        if(DrawX < 10'd400 && DrawX >= 10'd200 && DrawY >= 10'd50 && DrawY < 10'd450)
        begin
            X = DrawX - 10'd200;
            if(piece_block == 1'b1)
            begin
                Red = 8'h33;
                Green = 8'h33;
                Blue = 8'hff;
            end
            else if(board_block == 1'b1)
            begin
                Red = 8'he6;
                Green = 8'h73;
                Blue = 8'h00;
            end
            else
            begin
                Red = 8'h00; 
                Green = 8'h00;
                Blue = 8'h00;
            end
        end
        else if ((((DrawX < 10'd200 && DrawX > 10'd195) || (DrawX < 10'd405 && DrawX >= 10'd400)) && (DrawY > 10'd45 && DrawY < 10'd455))
                || ((DrawY < 10'd50 && DrawY > 10'd45) || (DrawY >= 10'd450 && DrawY < 10'd455)) && (DrawX > 10'd195 && DrawX < 405)) begin
            Red = 8'hff; 
            Green = 8'hff;
            Blue = 8'hff;
        end
        else
        begin
            Red = 8'h00; 
            Green = 8'h00;
            Blue = 8'h00;
        end
    end
endmodule
module renderer (
	input Clk, Reset,
	input logic[7:0] keycode,
	output logic [7:0] R,G,B,
	output logic hs,vs,VGA_Clk,blank,sync,
	input logic [199:0] game_state, 
	input logic [199:0] piece_layer
);
	logic frame_clk, pixel_clk;
	logic [9:0] Ball_x, Ball_y, Ball_size, Draw_x, Draw_y; 
	logic [7:0] Red,Green,Blue;
	vga_controller VGA(.Clk(Clk),.Reset(Reset),
		.hs(hs),.vs(frame_clk), .blank(blank),.sync(sync), .pixel_clk(pixel_clk), .DrawX(Draw_x),.DrawY(Draw_y));
	color_mapper color(.DrawX(Draw_x), .DrawY(Draw_y),.Red(Red),.Green(Green),.Blue(Blue), .game_state(game_state),.piece_layer(piece_layer));
	assign vs = frame_clk;
	assign R = Red;
	assign G = Green;
	assign B = Blue;
	assign VGA_Clk = pixel_clk;
endmodule
module  vga_controller ( input        Clk,        
                                      Reset,      
                         output logic hs,         
								              vs,         
												  pixel_clk,  
												  blank,      
												  sync,       
								 output [9:0] DrawX,      
								              DrawY );    
    parameter [9:0] hpixels = 10'b1100011111;
    parameter [9:0] vlines = 10'b1000001100;
    logic [9:0] hc, vc;
    logic clkdiv;
	 logic display;
    assign sync = 1'b0;
    always_ff @ (posedge Clk or posedge Reset )
    begin 
        if (Reset) 
            clkdiv <= 1'b0;
        else 
            clkdiv <= ~ (clkdiv);
    end
   always_ff @ (posedge clkdiv or posedge Reset )
	begin: counter_proc
		  if ( Reset ) 
			begin 
				 hc <= 10'b0000000000;
				 vc <= 10'b0000000000;
			end
		  else 
			 if ( hc == hpixels )   
			  begin 
					hc <= 10'b0000000000;
					if ( vc == vlines )    
						 vc <= 10'b0000000000;
					else 
						 vc <= (vc + 1);
			  end
			 else 
				  hc <= (hc + 1);   
	 end 
    assign DrawX = hc;
    assign DrawY = vc;
    always_ff @ (posedge Reset or posedge clkdiv )
    begin : hsync_proc
        if ( Reset ) 
            hs <= 1'b0;
        else  
            if ((((hc + 1) >= 10'b1010010000) & ((hc + 1) < 10'b1011110000))) 
                hs <= 1'b0;
            else 
				    hs <= 1'b1;
    end
    always_ff @ (posedge Reset or posedge clkdiv )
    begin : vsync_proc
        if ( Reset ) 
           vs <= 1'b0;
        else 
            if ( ((vc + 1) == 9'b111101010) | ((vc + 1) == 9'b111101011) ) 
			       vs <= 1'b0;
            else 
			       vs <= 1'b1;
    end
    always_comb
    begin 
        if ( (hc >= 10'b1010000000) | (vc >= 10'b0111100000) ) 
            display = 1'b0;
        else 
            display = 1'b1;
    end 
    assign blank = display;
    assign pixel_clk = clkdiv;
endmodule
module tetris_row_map(
	input logic [9:0] row, x,
	input logic [9:0] piece_row,
	output logic BlockOn, PieceOn
);
	always_comb
	begin
		if(x < 10'd20)begin
			BlockOn = row[9];
			PieceOn = piece_row[9];
		end
		else if(x < 10'd40)
		begin
			BlockOn = row[8];
			PieceOn = piece_row[8];
		end
		else if(x < 10'd60)
		begin
			BlockOn = row[7];
			PieceOn = piece_row[7];
		end
		else if(x < 10'd80)
		begin
			BlockOn = row[6];
			PieceOn = piece_row[6];
		end
		else if(x < 10'd100)
		begin
			BlockOn = row[5];
			PieceOn = piece_row[5];
		end
		else if(x < 10'd120)
		begin
			BlockOn = row[4];
			PieceOn = piece_row[4];
		end
		else if(x < 10'd140)
		begin
			BlockOn = row[3];
			PieceOn = piece_row[3];
		end
		else if(x < 10'd160)
		begin
			BlockOn = row[2];
			PieceOn = piece_row[2];
		end
		else if(x < 10'd180)
		begin
			BlockOn = row[1];
			PieceOn = piece_row[1];
		end
		else
		begin
			BlockOn = row[0];
			PieceOn = piece_row[0];
		end
	end
endmodule
==> ci_impl_report.md <==
## Implementation flow summary

| Metric | Value |
|---|---|
| Largest net degree at the start of global routing | between 50 and 60 |
| Peak VDD IR | about 0.015 mV |
| Endpoints left unconstrained | 29 |
| Top logic family | AND-OR/OR-AND gates |
| Register pins left without a clock | 22 |
| Clk slew on worst S/H paths | 0 ps |
| # resized after CTS | 0 |
| Post-Place Cells | approximately 2200 |
| Worst slew margin | 0.370 |
| FILL cells | 5754 |
| Global routing's busiest layer | met2 |
| DR iter-0 viols | ~1100 |
| Crit start category | primary input |
| Worst EP arrival | 4870 ps |
| Power Density | around 28 nW/um^2 |
| Post-synth EDFFs | 0 |
| Ys Warns | 4 |
| Cell type with the largest total area | dfrtp_1 |
| Top post-synthesis cells by count | nand2_1, o21ai_0, a21oi_1 |
| Chip area | between 60000 and 70000 um^2 |
| Total gr overflow | 0 |
| Number of cells in Yosys stat | 1091 |
| Tmin final | 6150 ps |
| GR Util met3 | 0.0568 |
| MI comb area | roughly 5800 um^2 |
| WP data required | 5120 ps |
| Status | completed |
| Num rows | a little over 80 |
| Synth Area in Compound Gates | 0.497 |
| Vias | roughly 11000 |
| GP Congestion | about 1.0 |
| Final core utilization | 0.235 |
| Max Fclk | approximately 160 MHz |
| Hpwl dp | about 55000 um |
| Hold Vio Cnt, Final | 0 |
| Simple-Gate Area Share | 0.278 |
| Layout area overhead | 72.8% |
| Setup slack after placement | a little over 300 ps |
| Cell Area, Synth | roughly 7000 um^2 |
| Netlist cell types | ~98 |
| Top-count cell post-synth | nand2_1 |
| Slew @ Worst Pin | roughly 940 ps |
| Initial core utilization | 0.136 |
| Yosys Chip Area | around 7000 um^2 |
| OpenROAD warnings | around 45 |
| Synthesized area per cell | roughly 6.4 um^2 |
| CTS Hold Bufs | 0 |
| Crit end category | primary output |
| Area share, top type | 0.0823 |
| Largest cells by area | dfrtp_1, o21ai_0, a21oi_1 |
| Final std cells w/o fill | roughly 2200 |
| Mux frac, synth | 0.0197 |
| Met2 GRT Util | 0.325 |
| Pins Over Slew Limit | 0 |
| DRT antenna net count | 0 |
| Worst hold path class | register to register |
| Ys async rst share | 1.00 |
| Worst Path Max Fanout | 4 |
| Drt wl/cell | 29.9 um |
| Total GRT Usage | 0.201 |
| Seq/Total Area, Yosys | 0.0823 |
| Leak | approximately 4 nW |
| Initial antenna violation count | 21 |
| Setup ws final | roughly 250 ps |
| Vias in the first global route | about 11000 |
| Die span in x | approximately 250 um |
| Total core area | around 50000 um^2 |
| Yosys adder share | 0.0197 |
| # setup viols final | 0 |
| Final period utilization | 0.960 |
| CP Class | primary input to primary output |
| FF/Latch Area | between 500 and 600 um^2 |
| DRT Wirelength | about 65000 um |
| Vias per std cell | about 5.3 |
| Layout cell share with drive strength beyond 1 | 0.0687 |
| Syn Inst Count | roughly 1100 |
| Pre-Repair DR Iteration Count | 8 |
| IO Count | around 440 |
| Buffers on Ports | 429 |
| Die Span Y | roughly 250 um |
| # Max-Cap Violations | 0 |
| Global Route met1 Usage | 0.262 |
| Post-Synth XOR/XNOR Area | 0.0138 |
| First-pass GRT wire length | 87700 um |
| Worst-Skew Late Latency | 0 ps |
| RSZ-0062 raised after global routing | false |
| Setup TNS | 0 ps |
| Postcts setup bufs | 0 |
| Dominant flop cell | dfrtp_1 |
| Ys flops | 23 |
| Final setup skew | 0 ps |
| DRC viols | 0 |
report_power, final:
part | internal [mW] | total, mW | switching [mW]
combinational | 0.238 | 0.327 | 0.0895
sequential | 0.00629 | 0.00629 | 0
clock | 0.000000191 | 0.000000191 | 0
cells by family after synthesis:
family | after synthesis
AND-OR/OR-AND | 508
AND/OR/NAND/NOR | 394
buffers and inverters | 130
flip-flops | 23
multiplexers | 13
adder cells (fa/ha/maj) | 11
XOR/XNOR | 11
other | 1
stage by stage:
stage          area (um^2)  power (mW)  hold WS (ps)
6_report             12100       0.333           653
5_1_grt              12100       0.351           683
4_1_cts              12100       0.335           666
3_5_place_dp         12100       0.332           664
3_3_place_gp         12100       0.333           662
2_1_floorplan         6990      0.0464           620
critical path: stages:
cell,delay (ps)
clkdlybuf4s50_1,520
a22o_1,140
nand2_1,60
a41oi_1,250
o221ai_1,180
a211oi_1,280
buf_4,160
o311ai_0,190
mux2_4,350
a2111oi_4,370
o21ai_1,220
a21oi_1,320
clkdlybuf4s50_1,540
registers in the layout (all words and copies together) (netlist names):
signal	count
VGA.vc	10
VGA.hs	1
VGA.clkdiv	1
VGA.hc	10
VGA.vs	1
cell type report:
cell class | instances | share of cell area
multi-input cells | 938 | 0.480
diodes | 9 | 0.00186
well taps | 680 | 0.0704
repair buffers | 491 | 0.394
inverters | 19 | 0.00590
flip-flops and latches | 23 | 0.0476
path summary, 6_finish.rpt:
check | from | to | slack, ps | cells past startpoint
hold reg to reg | VGA.clkdiv$_DFF_PP0_ | VGA.clkdiv$_DFF_PP0_ | 650 | 2
setup / recovery | game_state[21] | R[6] | 250 | 13
hold / removal | VGA.clkdiv$_DFF_PP0_ | VGA.clkdiv$_DFF_PP0_ | 650 | 2
min in group asynchronous | Reset | VGA.clkdiv$_DFF_PP0_ | 1640 | 3
setup reg to reg | VGA.clkdiv$_DFF_PP0_ | VGA.clkdiv$_DFF_PP0_ | 5660 | 2
max in group asynchronous | Reset | VGA.clkdiv$_DFF_PP0_ | 4530 | 3
cell usage in the layout, fill, tap and decap left out, types with 9 or more instances in the layout:
cell             instances
mux2i_1                 10
a22oi_1                 16
dfrtp_1                 23
inv_1                   16
o32ai_1                  9
clkdlybuf4s50_1        429
nor2_1                  83
and2_1                  10
o21ai_1                 10
a31oi_1                 26
o22ai_1                 42
a21oi_1                 98
nor4_1                  16
o211ai_1                20
a211oi_1                22
o221ai_1                16
nand4_1                 17
diode_2                  9
o31ai_1                 12
a221oi_1                18
nand3_1                 45
nor3_1                  49
nand2_1                111
buf_4                   62
ha_1                    11
o21ai_0                107
or3_1                   10
routing by layer:
metal | vias up | wire length, um
met2 | 700 | 30000
met3 | 80 | 6190
met5 | - | 108
met4 | 18 | 1560
li1 | 5068 | -
met1 | 5532 | 26800
Power is estimated from default activity; no workload was simulated.
