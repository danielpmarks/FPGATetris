===== flow/run.sh =====
#!/bin/bash
# OpenROAD 26Q1-2900-gdf79404cd8, Yosys 0.63+post, stock flow scripts
make -C /OpenROAD-flow-scripts/flow DESIGN_CONFIG=/design/flow/config.mk WORK_HOME=/design/flow/orfs finish

===== flow/config.mk =====
export PLATFORM = sky130hd
export DESIGN_NAME = CheckRow
export DESIGN_NICKNAME = CheckRow
export VERILOG_FILES = /design/flow/design.v
export SDC_FILE = /design/flow/constraint.sdc
export NUM_CORES = 4
export LEC_CHECK = 1
export CORE_AREA = 10 10 283 283
export DIE_AREA = 0 0 293 293

===== flow/constraint.sdc =====
current_design CheckRow

set clk_period 95.3
set clk_io_pct 0.2

create_clock -name clk0 -period $clk_period

set non_clock_inputs [all_inputs -no_clocks]
set_input_delay [expr $clk_period * $clk_io_pct] -clock clk0 $non_clock_inputs
set_output_delay [expr $clk_period * $clk_io_pct] -clock clk0 [all_outputs]

===== flow/design.v =====
module CheckRow(
	input integer row_num,
	input logic [0:199] board, 
	output logic [0:199] new_board
);
always_comb begin
	new_board = board;
	if(board[(10*row_num) +: 10] == 10'b1111111111)
	begin
       new_board = {10'd0, board[0:(10*row_num) - 1],board[(10*(row_num+1)): 199]};
	end
end
endmodule

==> flow_metrics.rpt <==
==== FLOW RESULTS ====
----------------------------------------------------
[Critical path]
  Worst path slowest cell ........................ sky130_fd_sc_hd__ha_1
  Critical path fanouts, max ........................ ~93
  Classification of the worst setup path ........................ input pin to output pin
  Count of buffer and inverter cells on the critical path ........................ 6
  Data arrival, critical path ........................ 25,330 ps
  Most used cell, CP ........................ sky130_fd_sc_hd__ha_1
  Cells along the critical path ........................ buf_6, ha_1, ha_1, fa_1, xnor2_2, buf_4, clkinv_1, ha_1, inv_1, nand3_1, a211oi_1, nor4b_1, a211oi_1, or4_4, buf_4, mux2_4, clkdlybuf4s50_1
  Family of cells with the greatest summed delay on the critical path ........................ buffers and inverters
  Element type at the critical path start ........................ input pin
  Largest stage delay on the critical path ........................ between 600 and 700 ps
  Worst Setup End Kind ........................ output pin
  Data required time at the worst endpoint ........................ 76,240 ps

[CTS]
  Count of buffers added by post-CTS timing repair for setup ........................ 0
  Resize count post-CTS ........................ 0
  CTS hold repair buffers ........................ 0

[Final layout]
  Syn-to-layout area delta ........................ 53.4%
  End-of-flow core utilization ........................ 0.193
  Clkbuf count ........................ 0
  Register area ........................ 0 um^2
  Flip-flops ........................ 0
  Layout cell share with drive strength beyond 1 ........................ 0.196

[Yosys]
  Count of distinct cell types in the synthesized netlist ........................ 65
  Main area contributors after synthesis ........................ sky130_fd_sc_hd__mux4_2 49%, sky130_fd_sc_hd__and2_1 14%, sky130_fd_sc_hd__mux2i_1 4.8%, sky130_fd_sc_hd__nand2_1 3.2%, sky130_fd_sc_hd__nand3_1 2.2%
  Area reported by Yosys stat ........................ 9360 um^2
  Post-Synthesis Mean Instance Area ........................ 9.75 um^2
  Proportion of synthesized chip area in sequential cells ........................ 0
  Top cell type's share of synthesized area ........................ 0.486
  Cells after Synth ........................ ~960
  Post-synthesis instance area ........................ approximately 9400 um^2
  Cell count in the Yosys report ........................ 960
  Library cell occupying the most area in the post-synthesis netlist ........................ sky130_fd_sc_hd__mux4_2
  Synth Warn # ........................ 1

[Final timing]
  Unrepaired setup endpoints after global routing ........................ false
  Setup violators final ........................ 0
  Setup total negative slack ........................ 0 ps
  Max-Slew Margin vs Limit ........................ 0.404
  Max Clock Freq ........................ 22.5 MHz
  Hold Vio Cnt, Final ........................ 0
  Post-layout period usage ........................ 0.466
  Max-slew violation total from the final report ........................ 0
  Setup WS post-layout ........................ around 50,000 ps
  Slew at the pin closest to its max-slew limit ........................ 891 ps
  Final Critical Period ........................ 44,390 ps

[Global routing]
  Via count of the first global-routing pass ........................ 10.5k
  GRT Util Overall ........................ 0.128
  Number of antenna violations at the first check in global routing ........................ 12
  Total congestion overflow after global routing ........................ 0
  Largest net degree at the start of global routing ........................ 103
  First-pass GRT wire length ........................ a little under 80 mm

[Placed design]
  Placed wire-length estimate after detailed placement ........................ between 40 and 50 mm
  Final RePlAce weighted congestion ........................ 0.914
  Pre-CTS setup slack ........................ 51,040 ps
  Number of I/O port buffers ........................ about 410

[Power and ir drop]
  Leakage power summed over all cells ........................ 4.74 nW
  Worst-case vdd ir drop ........................ 0.00439 mV
  Power Density ........................ 6.65 nW/um^2

[Drt]
  Detailed-route wire length ........................ between 50 and 60 mm
  Router iterations before antenna repair ........................ 6
  Detail-routed via count per cell ........................ 4.44
  Post-detailed-route wirelength per cell ........................ between 20 and 25 um
  Number of DRC violations after detailed-routing iteration 0 ........................ 839
  DRC violation count after routing ........................ 0
  Routed vias ........................ 10.1k
  Antenna-violating nets left ........................ 0

[Worst hold path]
  Worst hold path class ........................ input pin to output pin

[Flow run]
  Max-cap viol count ........................ 0
  Number of warnings the tools reported ........................ 60

[Floorplan]
  Number of rows created at floorplan ........................ ~100
  Placeable core area ........................ between 70,000 and 80,000 um^2
  Initial core utilization ........................ 0.126
  Width of the chip ........................ 293 um
  Overall die area ........................ 85,800 um^2
  Die extent in y ........................ 293 um
  Top-level port count ........................ 432

[Status]
  Run status ........................ finished clean

----------------------------------------------------
-- power breakdown --
| group | switching, W | internal, W |
|---|---|---|
| logic | 0.0000478 | 0.0000477 |
| clock network | 0 | 0.00000000000346 |
| registers | 0 | 0 |
| total | 0.0000478 | 0.0000477 |
-- routing by layer --
metal / share of wire / up-vias / GRT usage
li1: - / 4545 / -
met4: 0.0095 / 18 / 0.0114
met1: 0.41 / 4916 / 0.163
met5: 0.0024 / - / 0
met3: 0.10 / 48 / 0.0469
met2: 0.48 / 557 / 0.213
-- kinds of logic (layout without fill, tap and decap cells) --
logic type                 count (synthesis)  count (layout)  synth area share
buffers and inverters                    110             447            0.0647
adders and majority gates                 15              15            0.0209
AOI/OAI and AO/OA                        147             147             0.107
and+or+nand+nor                          417             417             0.244
xor gates and xnor gates                  13              13            0.0146
other                                      0               7                 0
muxes                                    258             258             0.549
-- per-stage QoR --
stage / hold slack [ps] / instance area, um^2 / std cells / total power [W]
global route: 39220 / 14300 / 2267 / 0.000102
global placement: 39200 / 14300 / 2266 / 0.0000952
CTS: 39200 / 14300 / 2266 / 0.0000956
floorplan: 38190 / 9360 / 960 / 0.0000528
finish: 39180 / 14400 / 2273 / 0.0000955
detailed placement: 39200 / 14300 / 2266 / 0.0000952
-- placed cells by master, fill, tap and decap left out, types with 4 or more instances in the layout --
cell type,netlist,final
sky130_fd_sc_hd__diode_2,0,7
sky130_fd_sc_hd__nand2_1,80,80
sky130_fd_sc_hd__nor2b_1,11,11
sky130_fd_sc_hd__o21ai_0,29,29
sky130_fd_sc_hd__a32oi_1,9,9
sky130_fd_sc_hd__and3_1,13,13
sky130_fd_sc_hd__a21o_1,4,4
sky130_fd_sc_hd__mux2_2,8,8
sky130_fd_sc_hd__a22oi_1,17,17
sky130_fd_sc_hd__xnor2_1,8,8
sky130_fd_sc_hd__o22ai_1,7,7
sky130_fd_sc_hd__nand4_1,6,6
sky130_fd_sc_hd__nand3_1,41,41
sky130_fd_sc_hd__buf_4,17,31
sky130_fd_sc_hd__and2_1,204,204
sky130_fd_sc_hd__nor2_1,40,40
sky130_fd_sc_hd__mux2i_1,45,45
sky130_fd_sc_hd__a21oi_1,23,23
sky130_fd_sc_hd__ha_1,14,13
sky130_fd_sc_hd__a221oi_1,4,4
sky130_fd_sc_hd__mux4_2,202,202
sky130_fd_sc_hd__clkdlybuf4s50_1,0,407
sky130_fd_sc_hd__a211oi_1,11,11
sky130_fd_sc_hd__a31oi_1,12,12
-- final timing paths --
kind	startpoint	slack, ps	cells past startpoint	to
max	row_num[1]	50910	17	new_board[9]
min	board[120]	39180	3	new_board[120]
-- cells in the mapped netlist, drive strengths merged (3+ instances only) --
master   instances
a22oi           17
nand2           82
o2111ai          3
a221oi           4
a32oi            9
a211oi          11
mux4           202
o22ai            7
a31oi           12
nand4            6
and4             3
xor2             3
o211ai           3
buf             68
and3            13
a21oi           23
mux2i           45
a22o             3
and2           204
a21o             4
nand3           42
nor2b           11
nor3             3
xnor2            9
clkinv           4
or4              4
ha              14
o21ai           29
o31ai            3
inv              3
mux2            11
nor2            40
clkbuf          35
-- final cells by class --
cell class,count,area [um^2]
well taps,969,1210
inverters,7,26.3
repair buffers,440,4330
multi-input cells,850,8770
fillers,8182,59800
diodes,7,17.5
Power is estimated from default activity; no workload was simulated.
